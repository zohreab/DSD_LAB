==> design.v <==
module cascadable_1bit_comparator(
		input lt_in,
				eq_in,
				gt_in,
				a,
				b,
		output lt_out,
				 eq_out,
				 gt_out
);
		assign lt_out = lt_in | (eq_in & ~a & b);
		assign eq_out = eq_in & (a ~^ b);
		assign gt_out = gt_in | (eq_in & a & ~b);
endmodule
module comb_comp_4(
		input [3:0] A,
		input [3:0] B,
		output gt,
				 eq,
				 lt
);
		wire gt_3, gt_2, gt_1, gt_0;
		wire eq_3, eq_2, eq_1, eq_0;
		wire lt_3, lt_2, lt_1, lt_0;
		cascadable_1bit_comparator comp_3(.lt_in(1'b0), .eq_in(1'b1), .gt_in(1'b0), .a(A[3]), .b(B[3]), .lt_out(lt_3), .eq_out(eq_3), .gt_out(gt_3));
		cascadable_1bit_comparator comp_2(.lt_in(lt_3), .eq_in(eq_3), .gt_in(gt_3), .a(A[2]), .b(B[2]), .lt_out(lt_2), .eq_out(eq_2), .gt_out(gt_2));
		cascadable_1bit_comparator comp_1(.lt_in(lt_2), .eq_in(eq_2), .gt_in(gt_2), .a(A[1]), .b(B[1]), .lt_out(lt_1), .eq_out(eq_1), .gt_out(gt_1));
		cascadable_1bit_comparator comp_0(.lt_in(lt_1), .eq_in(eq_1), .gt_in(gt_1), .a(A[0]), .b(B[0]), .lt_out(lt_0), .eq_out(eq_0), .gt_out(gt_0));
		assign gt = gt_0;
		assign eq = eq_0;
		assign lt = lt_0;
endmodule
==> run.sh <==
#!/bin/bash
# OpenROAD 26Q1-2900-gdf79404cd8, Yosys 0.63+post, stock flow scripts
make -C /OpenROAD-flow-scripts/flow DESIGN_CONFIG=/design/flow/config.mk WORK_HOME=/design/flow/orfs finish
==> config.mk <==
export PLATFORM = sky130hd
export DESIGN_NAME = comb_comp_4
export DESIGN_NICKNAME = comb_comp_4
export VERILOG_FILES = /design/flow/design.v
export SDC_FILE = /design/flow/constraint.sdc
export NUM_CORES = 4
export LEC_CHECK = 1
export CORE_AREA = 10 10 70 70
export DIE_AREA = 0 0 80 80
==> constraint.sdc <==
current_design comb_comp_4

set clk_period 2.0
set clk_io_pct 0.2

create_clock -name clk0 -period $clk_period

set non_clock_inputs [all_inputs -no_clocks]
set_input_delay [expr $clk_period * $clk_io_pct] -clock clk0 $non_clock_inputs
set_output_delay [expr $clk_period * $clk_io_pct] -clock clk0 [all_outputs]
==> flow_summary_export.csv <==
group,metric,value,unit
outcome,outcome,"finished clean",
floorplan,core.rowCount,21,
cells_and_area,synthToLayoutAreaGrowth,120,%
power_and_ir_drop,finalPower,0.0650,mW
power_and_ir_drop,power.static_leakage,0.149,nW
cells_and_area,regArea,0,µm²
route,post_drt_via_cell_ratio,2.64,
route,detail_route.wl_per_cell,7.77,µm
min_path,worst_hold_path.endpoint,"eq",
worst_setup_path,crit_path_max_fanout,2,
route,drtAntennaViolNets,0,
grt,wire_length_of_the_first_global_routing_pass,1020,µm
logic_synthesis,post_synth_inst_count,24,
route,drt_pre_antenna_iters,2,
logic_synthesis,mux_share,0,%
sta,actual_slew_at_the_worst_max_slew_pin,0.247,ns
power_and_ir_drop,powerDensity,179,nW/µm²
sta,final_hold_viol_count,0,
power_and_ir_drop,power.ir.vdd_worst,0.0000246,V
worst_setup_path,crit_start,"A[0]",
logic_synthesis,xor_area_share,5.30,%
sta,shortest_clock_period_the_worst_path_allows_after_layout,1.96,ns
logic_synthesis,synth-compound-area-share,30.3,%
route,wl_met1,285,µm
placed_design,place_area,348,µm²
floorplan,dieWidth,80,µm
placed_design,hpwl,546,µm
min_path,worstHoldPathType,"in -> out",
grt,grt-ovfl-total,0,
grt,number_of_global_route_vias_before_repair,204,
grt,grt_max_degree,8,
logic_synthesis,logic_family,"simple AND/OR/NAND/NOR gates",
cells_and_area,final-instance-count-excl-fill,83,
sta,final_min_period_over_clock_period,97.9,%
cells_and_area,filler_cell_count,406,
logic_synthesis,ys_chip_area,165,µm²
logic_synthesis,netlist.area_leader.share,15.2,%
worst_setup_path,cp.required,1.60,ns
cells_and_area,final_layout_size_suffix_gt1_share,40.5,%
logic_synthesis,synthMostInstantiatedCell,"nor2b_1",
floorplan,fp-utilization,4.84,%
logic_synthesis,mappedNetlistArea,165,µm²
sta,report.final.setup_viol,0,
grt,combined_global_route_utilization_of_all_metal_layers,1.92,%
logic_synthesis,ys_warn_count,0,
route,first_iter_violations,3,
flow_run,warnings,33,
sta,finalSetupTns,0,ns
worst_setup_path,family_with_the_most_delay_on_the_worst_path,"simple AND/OR/NAND/NOR gates",
route,post-route-drc-count,0,
placed_design,numPortBuffers,11,
logic_synthesis,simple_gate_area_share,42.4,%
route,dr_wl_met3,56,µm
worst_setup_path,critPathBufInv,2,
logic_synthesis,syn-mean-instance-area,6.88,µm²
worst_setup_path,worst_path_largest_cell_delay,0.48,ns
flow_run,maxCapViolations,0,
placed_design,place.gp.congestion,0.785,
worst_setup_path,critPathLaunchType,"input pin",
route,drt-total-wl,645,µm
min_path,depth_of_the_worst_hold_timing_path,4,
placed_design,numPlacedInstances,83,
floorplan,floorplan.core_area,3420,µm²
grt,grt_antenna_before_repair,0,
cells_and_area,finalInstanceArea,363,µm²
min_path,min-delay-start,"A[1]",
route,top_signal_layer_used,"met3",
clocking,ctsHoldBuffers,0,
logic_synthesis,ys_top_cells_by_count,"nor2b_1, inv_1, a21oi_1, ha_1",
logic_synthesis,netlist-cell-type-count,17,
worst_setup_path,cp_cell_sequence,"clkdlybuf4s15_1, nor2b_4, or4_1, o221a_2, dlygate4sd2_1",
route,num_vias,219,
worst_setup_path,timing_worst_setup_path_type,"in -> out",
floorplan,chipHeight,80,µm
sta,slew_viol_final,0,
floorplan,overall_die_area,6400,µm²
cells_and_area,multiInputGateArea,199,µm²
worst_setup_path,cell_with_the_largest_stage_delay_on_the_worst_path,"or4_1",
logic_synthesis,synth.area.top_cells,"ha_1, nor2b_1, inv_1, o221a_2, a21oi_1",
cells_and_area,nClkBuffers,0,
logic_synthesis,synth_sequential_area_ratio,0,%
cells_and_area,nFlopsAndLatches,0,
worst_setup_path,critPathCaptureType,"primary output",
logic_synthesis,ys_sh_adder,15.2,%
route,antenna_cells,0,
floorplan,io_pins,11,
sta,maxClockFrequency,510,MHz
route,met2_routed_length,303,µm
sta,slew_headroom,83.5,%
logic_synthesis,synth_stat.cells,24,
logic_synthesis,synth_top_cell_by_area,"ha_1",
worst_setup_path,cp_data_arrival_time,1.56,ns
metrics by stage:
stage               utilization [%]  setup WS (ns)  hold slack (ns)
CTS                            10.5         0.0146             1.33
global placement               10.2         -0.575             1.91
detailed placement             10.2         -0.588             1.90
global route                   10.6        -0.0128             1.36
finish                         10.6         0.0410             1.33
floorplan                         -          0.381            0.913
power by group:
part,internal (mW),switching (mW)
logic,0.0377,0.0272
clock network,0,0
registers,0,0
total,0.0377,0.0272
repair_timing:
action                     CTS  global route
pin swaps                    3             0
resized                     29             5
setup endpoints to repair    3             3
buffers inserted             0             0
how the worst max path moves through the flow:
stage / to / slack [ns] / cells past startpoint
4_1_cts: gt / 0.01 / 6
5_1_grt: gt / -0.01 / 5
6_report: gt / 0.04 / 5
cell families after synthesis:
logic type / count (synthesis)
buffers and inverters: 3
AND/OR/NAND/NOR: 11
AND-OR/OR-AND: 7
XOR/XNOR: 1
adder cells (fa/ha/maj): 2
routing by layer:
layer,global-route usage [%],vias up
li1,-,116
met1,2.31,97
met2,3.45,6
met3,0.568,0
met4,0,0
met5,0,-
worst min-delay path: stages:
cell and delay [ns]:
clkbuf_2 0.09, nor2b_4 0.14, nor4_2 0.05, dlygate4sd2_1 0.24
cells in the final DEF (no fill, tap or decap):
cell | Yosys | layout
clkbuf_2 | 0 | 3
a2111oi_4 | 0 | 1
nor2b_4 | 0 | 2
or2_0 | 1 | 1
or4_1 | 1 | 1
nand2_1 | 1 | 1
o21ai_0 | 1 | 1
a21oi_1 | 2 | 2
buf_4 | 0 | 2
and2b_4 | 1 | 1
o221a_2 | 1 | 1
nor2_1 | 1 | 1
o21bai_1 | 1 | 1
a211oi_1 | 1 | 1
buf_2 | 0 | 2
dlygate4sd2_1 | 0 | 4
ha_2 | 0 | 2
or2b_1 | 1 | 1
inv_1 | 3 | 3
xnor2_1 | 1 | 1
nor2b_1 | 4 | 2
nor4_2 | 0 | 1
clkdlybuf4s15_1 | 0 | 2
layout make-up:
cell class / instances / share of cell area (%)
timing repair buffer: 13 / 26.2
multi-input combinational: 21 / 54.8
inverter: 3 / 3.10
tap: 46 / 15.9
No activity file was given, so power comes from the tool's default toggle rates.
