--- ./design.v ---
`timescale 1ns / 1ps
module stack(Data_Out, Full, Empty, Clk, RstN, Data_In, Push, Pop);
    parameter DEPTH = 8;
    parameter WIDTH = 4;
    output reg Empty, Full;
    output reg [WIDTH - 1:0] Data_Out;
    input [WIDTH - 1:0] Data_In;
    input Clk, RstN, Push, Pop;
    integer ptr;
    reg [WIDTH - 1:0] data [0:DEPTH - 1];
    always @(posedge Clk or negedge RstN) begin
        if(!RstN) begin
            ptr <= 0;
            Full <= 0;
            Empty <= 0;
            Data_Out <= {WIDTH{1'bz}};
        end
        else begin
            Data_Out <= {WIDTH{1'bz}};
            if(Push && !Full) begin
                Empty <= 1;
                Full <= (ptr === DEPTH - 1) ? 1 : 0;
                data[ptr] <= Data_In;
                ptr <= ptr + 1;
            end
            else if(Pop && Empty) begin
                Full <= 0;
                Empty <= ptr === 1 ? 0 : 1; 
                Data_Out <= data[ptr - 1];
                ptr <= ptr - 1;
            end
        end
    end
endmodule
--- ./run.sh ---
#!/bin/bash
# OpenROAD 26Q1-2900-gdf79404cd8, Yosys 0.63+post, stock flow scripts
make -C /OpenROAD-flow-scripts/flow DESIGN_CONFIG=/design/flow/config.mk WORK_HOME=/design/flow/orfs finish
--- ./config.mk ---
export PLATFORM = sky130hd
export DESIGN_NAME = stack
export DESIGN_NICKNAME = stack
export VERILOG_FILES = /design/flow/design.v
export SDC_FILE = /design/flow/constraint.sdc
export NUM_CORES = 4
export LEC_CHECK = 1
export CORE_UTILIZATION = 40
--- ./constraint.sdc ---
current_design stack

set clk_period 5.9
set clk_io_pct 0.2

create_clock -name clk0 -period $clk_period [get_ports {Clk}]

set non_clock_inputs [all_inputs -no_clocks]
set_input_delay [expr $clk_period * $clk_io_pct] -clock clk0 $non_clock_inputs
set_output_delay [expr $clk_period * $clk_io_pct] -clock clk0 [all_outputs]
==> metrics.txt <==
# HELP chip_impl_metric Metrics from one implementation run
# TYPE chip_impl_metric gauge
chip_impl_metric{name="drt_drc_violations_left",unit=""} 0
chip_impl_info{name="cpMaxStageDelayCell",value="sky130_fd_sc_hd__or4_4"} 1
chip_impl_metric{name="max_freq",unit="MHz"} 319
chip_impl_info{name="critical_path.endpoint_type",value="flip-flop"} 1
chip_impl_metric{name="routed_wirelength_normalized_by_instance_count",unit="microns"} 16.7
chip_impl_metric{name="finClkSkew",unit="ps"} 6.27
chip_impl_metric{name="cp_slowest_stage_delay",unit="ps"} 600
chip_impl_metric{name="crit_path_max_fanout",unit=""} 13
chip_impl_metric{name="die_height",unit="microns"} 95.2
chip_impl_metric{name="timing.critical_path.required",unit="ps"} 6170
chip_impl_metric{name="yosys_area",unit="sq um"} 3470
chip_impl_metric{name="core_area",unit="sq um"} 8300
chip_impl_metric{name="ys_seq_frac",unit=""} 0.551
chip_impl_metric{name="vdd_drop_max",unit="V"} 0.000135
chip_impl_info{name="holdCritPathClass",value="reg2reg"} 1
chip_impl_metric{name="share_of_cells_above_drive_strength_1",unit=""} 0.0901
chip_impl_metric{name="grt_usage",unit=""} 0.187
chip_impl_metric{name="instances_no_fill",unit=""} 438
chip_impl_metric{name="num_io_pins",unit=""} 14
chip_impl_metric{name="place.detailed.instances",unit=""} 422
chip_impl_metric{name="slew_at_the_pin_closest_to_its_max_slew_limit",unit="ps"} 808
chip_impl_metric{name="postSynth.asyncResetShare",unit=""} 0.543
chip_impl_metric{name="worst_ep_arrival_time",unit="ps"} 3400
chip_impl_metric{name="number_of_cts_inserted_buffers",unit=""} 9
chip_impl_metric{name="portBuffers",unit=""} 13
chip_impl_metric{name="post-dp-hpwl",unit="mm"} 5.00
chip_impl_info{name="clk_root_buffer_cell",value="sky130_fd_sc_hd__clkbuf_8"} 1
chip_impl_metric{name="worst-path-buf-inv",unit=""} 1
chip_impl_info{name="path_delay_family",value="simple AND/OR/NAND/NOR gates"} 1
chip_impl_metric{name="post-cts-setup-buffer-count",unit=""} 0
chip_impl_info{name="dominantRegCellSynth",value="sky130_fd_sc_hd__dfrtp_1"} 1
chip_impl_metric{name="cts-hold-fix-buffers",unit=""} 0
chip_impl_metric{name="dpl-instance-area",unit="sq um"} 3690
chip_impl_metric{name="diodes",unit=""} 0
chip_impl_metric{name="drtAntennaViolNets",unit=""} 0
chip_impl_metric{name="power_density",unit="nW/um^2"} 426
chip_impl_metric{name="edff_count_synth",unit=""} 32
chip_impl_info{name="path_class",value="in2reg"} 1
chip_impl_metric{name="grt_pass1_wl",unit="mm"} 12.3
chip_impl_metric{name="die_width",unit="microns"} 95.2
chip_impl_metric{name="gpl_wtd_cong",unit=""} 0.977
chip_impl_metric{name="clock_tree.buffer_depth",unit=""} 2
chip_impl_metric{name="initial_utilization",unit=""} 0.418
chip_impl_metric{name="drt-vias-per-instance",unit=""} 5.76
chip_impl_metric{name="timing.setup.tns",unit="ps"} 0
chip_impl_metric{name="synth.yosys.warnings",unit=""} 4
chip_impl_metric{name="tool_warnings",unit=""} 31
chip_impl_metric{name="yosysUniqueCellTypes",unit=""} 44
chip_impl_metric{name="clkSinkCount",unit=""} 70
chip_impl_metric{name="cts_htree_levels",unit=""} 3
chip_impl_metric{name="cts.reportedPaths.clkPinSlew",unit="ps"} 80
chip_impl_info{name="clock_tree_from_tritoncts",value="yes"} 1
chip_impl_metric{name="avgSynthCellArea",unit="sq um"} 11.0
chip_impl_metric{name="clock_latency",unit="ps"} 350
chip_impl_info{name="rsz_0062_raised_after_global_routing",value="false"} 1
chip_impl_metric{name="timing.max_slew.rel_slack",unit=""} 0.457
chip_impl_info{name="crit_chain",value="clkdlybuf4s50_1, nand2b_1, nand3_1, or4_4, a211oi_2, xor2_1"} 1
chip_impl_info{name="status",value="finished, final reports clean"} 1
chip_impl_metric{name="grt_pass1_vias",unit=""} 2381
chip_impl_metric{name="drt-total-wl",unit="mm"} 7.31
chip_impl_metric{name="floorplan.die_area",unit="sq um"} 9060
chip_impl_metric{name="via_count",unit=""} 2524
chip_impl_metric{name="stdcell_area",unit="sq um"} 3880
chip_impl_metric{name="postCtsResizedCells",unit=""} 0
chip_impl_metric{name="period_minus_slack",unit="ps"} 3130
chip_impl_metric{name="finalCritPeriodShare",unit=""} 0.531
chip_impl_metric{name="rows",unit=""} 33
chip_impl_metric{name="global_route.overflow_total",unit=""} 0
chip_impl_metric{name="yosysCellCount",unit=""} 316
chip_impl_metric{name="syn_to_final_growth",unit="%"} 11.6
chip_impl_metric{name="setup_violation_total_in_the_final_timing_report",unit=""} 0
chip_impl_metric{name="power.static_leakage",unit="nW"} 1.55
chip_impl_metric{name="first_iter_violations",unit=""} 107
chip_impl_metric{name="syn-cell-area",unit="sq um"} 3470
chip_impl_metric{name="postSynthCellCount",unit=""} 316
chip_impl_info{name="setup.worst_path.start_class",value="input port"} 1
chip_impl_metric{name="pin_count_of_the_biggest_net_entering_global_routing",unit=""} 42
chip_impl_metric{name="report.final.slew_viol_count",unit=""} 0
chip_impl_metric{name="max_cap_viol_count",unit=""} 0
chip_impl_metric{name="dr.pass1.iters",unit=""} 4
chip_impl_metric{name="finalHoldViolations",unit=""} 0
chip_impl_metric{name="antenna_violations_before_repair",unit=""} 0
chip_impl_metric{name="synth_flops",unit=""} 70
## area by class of cell
cell class	instances	area, sq um
clock buffer	10	138
sequential	70	1910
multi-input combinational	225	1480
timing repair buffer	16	148
inverter	6	22.5
fill	732	4420
clock inverter	6	45.0
tap	105	131
## worst paths after layout
| path | from | end | slack [ps] | cells after the start |
|---|---|---|---|---|
| max in group asynchronous | RstN | ptr[5] | 4630 | 2 |
| hold / removal | data[0][0] | Data_Out[0] | 460 | 2 |
| setup / recovery | Push | ptr[29] | 2770 | 6 |
| hold reg to reg | data[0][0] | Data_Out[0] | 460 | 2 |
| min in group asynchronous | RstN | Data_Out[1] | 880 | 2 |
| setup reg to reg | ptr[8] | ptr[30] | 3240 | 5 |
## cell usage after synthesis, types with 4 or more instances
cell type / n / area, sq um
sky130_fd_sc_hd__xor2_1: 13 / 114
sky130_fd_sc_hd__dfrtp_1: 38 / 951
sky130_fd_sc_hd__mux2_2: 6 / 67.6
sky130_fd_sc_hd__and2_1: 5 / 31.3
sky130_fd_sc_hd__nand3_1: 10 / 50.1
sky130_fd_sc_hd__or3_1: 4 / 25.0
sky130_fd_sc_hd__o21ai_0: 5 / 25.0
sky130_fd_sc_hd__nor4_1: 12 / 75.1
sky130_fd_sc_hd__clkbuf_1: 14 / 52.6
sky130_fd_sc_hd__a31oi_1: 5 / 31.3
sky130_fd_sc_hd__a21oi_1: 5 / 25.0
sky130_fd_sc_hd__inv_1: 5 / 18.8
sky130_fd_sc_hd__nand2_1: 30 / 113
sky130_fd_sc_hd__edfxtp_1: 32 / 961
sky130_fd_sc_hd__ha_1: 8 / 100
sky130_fd_sc_hd__nor2_1: 20 / 75.1
sky130_fd_sc_hd__and3_1: 13 / 81.3
sky130_fd_sc_hd__xnor2_1: 19 / 166
sky130_fd_sc_hd__nor3_1: 14 / 70.1
sky130_fd_sc_hd__or4_1: 6 / 45.0
sky130_fd_sc_hd__a22oi_1: 9 / 67.6
sky130_fd_sc_hd__o22ai_1: 6 / 37.5
sky130_fd_sc_hd__nand4_1: 9 / 56.3
## state kept, by name, summed over array words and instances, names as in the netlist
signal / flops
Full: 1
Data_Out: 4
data: 32
Empty: 1
ptr: 32
## report_power, final
group	total (W)	leakage [nW]	internal [W]	switching [W]
Sequential	0.000733	0.779	0.000609	0.000123
Clock	0.000359	0.0970	0.000167	0.000192
Combinational	0.000560	0.678	0.000247	0.000313
## cell families (layout without fill, tap and decap cells)
group           Yosys count  count (layout)  synth area share
fa+ha+maj                 8               8            0.0288
mux                       6               6            0.0195
buf+inv                  21              38            0.0231
simple gates            135             135             0.207
flops                    70              70             0.551
xor+xnor                 32              32            0.0807
compound gates           44              44            0.0901
## routing by layer
metal / GRT usage / share of wire / vias up
li1: - / - / 1210
met1: 0.292 / 0.47 / 1210
met2: 0.277 / 0.44 / 89
met3: 0.0560 / 0.063 / 15
met4: 0.0303 / 0.022 / 0
met5: 0 / 0 / -
## stage by stage
| step | utilization | power, W | hold slack [ps] | worst slack, ps |
|---|---|---|---|---|
| after floorplan | - | 0.00113 | 422 | 3420 |
| after global placement | 0.445 | 0.00129 | 441 | 2540 |
| after detailed placement | 0.445 | 0.00129 | 449 | 2490 |
| after CTS | 0.467 | 0.00166 | 464 | 2850 |
| after global routing | 0.467 | 0.00177 | 479 | 2640 |
| final | 0.467 | 0.00165 | 461 | 2770 |
## layout by cell type, fill, tap and decap left out, types with 3 or more instances in the layout
cell type	n
sky130_fd_sc_hd__o21ai_0	5
sky130_fd_sc_hd__buf_4	3
sky130_fd_sc_hd__dfrtp_1	38
sky130_fd_sc_hd__xnor2_1	19
sky130_fd_sc_hd__a22oi_1	9
sky130_fd_sc_hd__edfxtp_1	32
sky130_fd_sc_hd__inv_1	5
sky130_fd_sc_hd__or3_1	4
sky130_fd_sc_hd__clkdlybuf4s50_1	12
sky130_fd_sc_hd__nor3_1	14
sky130_fd_sc_hd__mux2_2	6
sky130_fd_sc_hd__a21oi_1	5
sky130_fd_sc_hd__or4_1	6
sky130_fd_sc_hd__nor4_1	12
sky130_fd_sc_hd__nand3_1	10
sky130_fd_sc_hd__clkbuf_8	10
sky130_fd_sc_hd__a31oi_1	5
sky130_fd_sc_hd__and2_1	5
sky130_fd_sc_hd__xor2_1	13
sky130_fd_sc_hd__o22ai_1	6
sky130_fd_sc_hd__and3_1	13
sky130_fd_sc_hd__ha_1	8
sky130_fd_sc_hd__nor2_1	20
sky130_fd_sc_hd__nand2_1	30
sky130_fd_sc_hd__nand4_1	9
## worst reg2reg max path, cell delays in order (launching register included)
cell and delay [ps]:
sky130_fd_sc_hd__dfrtp_1 450, sky130_fd_sc_hd__or4_4 570, sky130_fd_sc_hd__or4_1 590, sky130_fd_sc_hd__nor4_1 550
sky130_fd_sc_hd__a2bb2oi_1 270, sky130_fd_sc_hd__xor2_1 160
Power figures rest on the tool's default switching activity, not on a simulated workload.
